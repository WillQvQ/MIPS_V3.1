`flow/design.v`:
```
`timescale 1ns / 1ps
module bps_module(
    input    logic    clk, rst_n, count_sig,
    output   logic    bps_clk
);
logic [12:0] count_bps;
always@(posedge clk,negedge rst_n)
    if(!rst_n)
        count_bps <=13'd0;
    else if(count_bps ==13'd5207)
        count_bps <=13'd0;
    else if(count_sig)
        count_bps <= count_bps + 1'b1;
    else 
        count_bps <= 13'd0;
assign bps_clk = (count_bps == 13'd2604)?1'b1:1'b0;
endmodule
`timescale 1ns / 1ps
module tx_control_module(
    input   logic   clk, rst_n,
    input   logic   tx_sig,
    input   logic   [63:0] tx_data,
    output  logic   tx_pin_out,
    input   logic   [3:0] len
);
logic bps_clk;
logic [3:0]i;
logic [3:0]cnt;
logic count_sig;
initial i <= 4'd0;
initial cnt <= 4'd0;
always@(posedge clk,negedge rst_n)
if(!rst_n)
    begin
        i <= 4'd0;
        tx_pin_out <= 1'b1;
        count_sig <= 1'b0;
    end
else 
    case(i)
        4'd0:if(tx_sig|cnt) begin
            i <= i + 1'b1;
            count_sig <= 1'b1; 
            if(tx_sig)
                cnt <= len;
        end
        4'd1:if(bps_clk) begin i <= i + 1'b1;tx_pin_out <= 1'b0;end
        4'd2,4'd3,4'd4,4'd5,4'd6,4'd7,4'd8,4'd9:if(bps_clk) begin 
            i <= i + 1'b1;
            tx_pin_out <= tx_data[8*cnt+i-2-8];
        end
        4'd10,4'd11:if(bps_clk) begin i <= i + 1'b1;tx_pin_out <= 1'b1;end
        4'd12:if(bps_clk) begin 
            i <= 1'b0;
            count_sig <= 1'b0;
            cnt <= cnt-1;
        end 
    endcase
bps_module bps_module(clk,rst_n,count_sig,bps_clk);
endmodule
```
`flow/run.sh`:
```
#!/bin/bash
# OpenROAD 26Q1-2900-gdf79404cd8, Yosys 0.63+post, stock flow scripts
make -C /OpenROAD-flow-scripts/flow DESIGN_CONFIG=/design/flow/config.mk WORK_HOME=/design/flow/orfs finish
```
`flow/config.mk`:
```
export PLATFORM = sky130hd
export DESIGN_NAME = tx_control_module
export DESIGN_NICKNAME = tx_control_module
export VERILOG_FILES = /design/flow/design.v
export SDC_FILE = /design/flow/constraint.sdc
export NUM_CORES = 4
export LEC_CHECK = 1
export CORE_AREA = 10 10 112 112
export DIE_AREA = 0 0 122 122
```
`flow/constraint.sdc`:
```
current_design tx_control_module

set clk_period 3.8
set clk_io_pct 0.2

create_clock -name clk0 -period $clk_period [get_ports {clk}]

set non_clock_inputs [all_inputs -no_clocks]
set_input_delay [expr $clk_period * $clk_io_pct] -clock clk0 $non_clock_inputs
set_output_delay [expr $clk_period * $clk_io_pct] -clock clk0 [all_outputs]
```
==> deck_impl_summary.md <==
Synthesis and Place & Route Summary

Synthesis
  • Max-area cell share: 19.90%
  • Yosys warns: 2
  • Yosys chip area: around 2300 µm²
  • Mean cell area of the mapped netlist: around 9.3 µm²
  • Cell taking the most area after synthesis: dfrtp_1
  • Ao+oa area frac: roughly 13%
  • Yosys adder share: between 10% and 20%
  • Synth Area in Simple Gates: about a fifth
  • Post-Synth XOR/XNOR Area: roughly 6.6%
  • MUX share of area: roughly 17%
  • Netlist Area Pre-Place: 2263 µm²
  • Yosys Instances: about 240
  • Seq cells post-synth: 23
  • EDFF count, synth: 4
  • Share of flip-flops with an asynchronous set or reset: approximately 83%
  • Most used flip-flop cell: dfrtp_1
  • Distinct cells, synth: 55
  • Synth Seq Share: between 20% and 30%
  • Top cells by area: dfrtp_1, mux4_2, ha_1
  • Comb area leader: simple AND/OR/NAND/NOR gates
  • Synthesized instance count: 244

Final timing
  • Worst hold slack: 0.5474 ns
  • Worst-Margin Slew: ~0.85 ns
  • Setup_tns: 0 ns
  • Final period utilization: 76.34%
  • Worst Skew: between 0.002 and 0.003 ns
  • Crit path time final: 2.901 ns
  • RSZ-0062 raised after global routing: false
  • Slew Limit Fails: 0
  • PnR worst setup slack: around 0.90 ns
  • Peak Freq: roughly 340 MHz
  • Setup-failing EPs final: 0
  • Fin. Hold Viols: 0
  • Slew HR: a little over two fifths

Setup path
  • Worst setup startpoint: i[2]
  • CP peak stage delay: around 0.8 ns
  • Critical path depth: 8
  • Worst Path Required: 3.99 ns
  • R2R Setup Slk: between 0.8 and 0.9 ns
  • Delay-heaviest family, CP: adder cells
  • Critical path type: reg -> reg
  • Arrival @ worst endpoint: 3.09 ns
  • Worst setup path endpoint: tx_pin_out
  • Slowest CP cell: ha_1
  • Crit Path Max Fanout: 18
  • Setup crit start kind: flip-flop
  • Crit path cell chain: inv_1 -> ha_1 -> mux4_2 -> nor2_1 -> a31oi_1 -> a311o_1 -> o2111ai_2 -> o31ai_1
  • Worst Path Buf+Inv: 1
  • R2R Path Start: i[2]
  • Reg-to-reg endpoint: tx_pin_out
  • Setup crit end kind: flip-flop
  • Worst R2R Path Depth: 8

Power and ir drop
  • Combinational fraction of design power: around a fifth
  • Power density over cell area: approximately 160 nW/µm²
  • Power share of the sequential group: between 40% and 50%
  • Total power: 0.5061 mW
  • Int Pwr: approximately 0.4 mW
  • Worst vdd ir: 0.1106 mV
  • P_sw: 0.1048 mW
  • Clk pwr share: 31.7%
  • Switching Share: between 20% and 30%
  • Leakage: roughly 1.3 nW

Drt
  • Drc violations: 0
  • Final antenna-violating net count: 0
  • Post-DR vias/cell: 4.466
  • N_diodes: 0
  • Drt first pass iters: 4
  • Drt total wl: 6017 µm
  • Initial DRC Count: about 120
  • Via count: 1992
  • Avg WL per Cell: about 13 µm

CTS
  • Clk ins delay skew pair: ~0.27 ns
  • Clock-pin slew on the worst setup and hold paths: ~0.09 ns
  • CTS resizes: 0
  • Root Driver: clkbuf_8
  • TritonCTS Buffers: 3
  • CTS sink count: 23
  • TritonCTS clock tree: done
  • Maximum root-to-sink buffer count: 2
  • Hold-fix buffers, CTS: 0
  • Postcts setup bufs: 0
  • H-tree depth: 1

Floorplan
  • Top-Level Pins: roughly 72
  • Rows: 37
  • Core ar.: between 10000 and 15000 µm²
  • Die Ht: around 120 µm
  • Die ar.: ~15000 µm²
  • Die W: 122 µm
  • Init Core Util: approximately 22%

Final layout
  • Most frequent cells in the layout: clkdlybuf4s50_1, nand2_1, nor2_1
  • Layout area overhead: 38.86%
  • Design area: roughly 3100 µm²
  • Final Util: approximately 30%
  • Share of cells above drive strength 1: about 8.4%
  • Non-Filler Instances: around 450
  • Commonest Layout Cell: clkdlybuf4s50_1

Global routing
  • Gr usage total: under 10%
  • Largest net degree at the start of global routing: 24
  • Grt total ovfl: 0
  • Initial antenna violation count: 0
  • First-pass GRT wire length: ~10000 µm
  • Vias in the first global route: ~2000

Place
  • Pre-CTS setup slack: about 0.9 ns
  • RD Place Congestion: 0.8600
  • Area post-placement: around 3100 µm²
  • HPWL after DPL: around 5000 µm
  • Cells after DPL: 442
  • Port Buffers: ~70

Worst hold path
  • HP Class: reg -> reg

Job
  • Log Warnings: 33
  • Max-cap viol count: 0

Outcome
  • Outcome: complete, no violations
==> cell usage after synthesis, types with 2 or more instances <==
master and number:
mux2_2 2, mux2_1 2, inv_1 13, o21ai_0 9, nor2b_1 4, o2111a_1 2
nand4_1 3, or3_1 4, xor2_1 10, a31oi_1 2, o31ai_1 3, and3_1 9
nor2_1 23, xnor2_1 7, mux2i_1 7, nand2_1 25, and4b_1 2, mux4_2 11
nand3_1 13, clkbuf_1 5, dfrtp_1 18, buf_6 2, nor3_1 2, ha_1 17
a21oi_1 9, nand2b_1 2, buf_2 3, o21ai_1 5, edfxtp_1 4
==> registers in the layout, summed over array words and instances (netlist names) <==
register,cells
i,4
bps_module.count_bps,13
count_sig,1
tx_pin_out,1
cnt,4
==> power groups by stage <==
| stage | Combinational, mW | Sequential [mW] | Clock (mW) |
|---|---|---|---|
| CTS | 0.0965 | 0.250 | 0.165 |
| global route | 0.102 | 0.251 | 0.175 |
| finish | 0.0950 | 0.250 | 0.161 |
==> worst min-delay path by stage <==
stage	startpoint	end	slack, ns	depth (start not counted)
after global routing	bps_module.count_bps[0]	bps_module.count_bps[0]	0.57	1
after CTS	bps_module.count_bps[0]	bps_module.count_bps[0]	0.55	1
final	bps_module.count_bps[0]	bps_module.count_bps[0]	0.55	1
==> metal layers <==
metal / wire, µm / global-route usage, % / vias to the layer above / share of wire (%)
met5: 0 / 0 / - / 0
met3: 212 / 1.221 / 2 / 3.5
met1: 2754 / 11.27 / 934 / 46
met2: 3024 / 12.99 / 34 / 50
li1: - / - / 1022 / -
met4: 25 / 0.4471 / 0 / 0.42
==> cell type report <==
class	instances	area, µm²
Tap cell	136	170.2
Multi-Input combinational cell	195	1545
Clock inverter	1	6.256
Clock buffer	3	41.29
Inverter	15	57.56
Sequential cell	23	596.8
Fill cell	1049	7088
Timing Repair Buffer	73	725.7
==> cells by family (layout without fill, tap and decap cells) <==
group | after synthesis | count (layout)
AND-OR/OR-AND | 43 | 43
XOR/XNOR | 17 | 17
adder cells (fa/ha/maj) | 18 | 18
buffers and inverters | 26 | 92
flip-flops | 23 | 23
multiplexers | 23 | 23
AND/OR/NAND/NOR | 94 | 94
No activity file was given, so power comes from the tool's default toggle rates.
