==> /design/flow/design.v <==
`timescale 1ns / 1ps
module clkdiv(
    input   logic clk,
    output  logic clk380,
    output  logic clk48,
    output  logic clk1_6,
    output  logic clk0_4
);
    logic [27:0]q;
    initial q = 28'b0;
    always@(posedge clk)
         q<=q+1;
    assign clk380=q[17];
    assign clk48=q[20];
    assign clk1_6=q[24]; 
    assign clk0_4=q[26];         
endmodule
==> /design/flow/run.sh <==
#!/bin/bash
# OpenROAD 26Q1-2900-gdf79404cd8, Yosys 0.63+post, stock flow scripts
make -C /OpenROAD-flow-scripts/flow DESIGN_CONFIG=/design/flow/config.mk WORK_HOME=/design/flow/orfs finish
==> /design/flow/config.mk <==
export PLATFORM = sky130hd
export DESIGN_NAME = clkdiv
export DESIGN_NICKNAME = clkdiv
export VERILOG_FILES = /design/flow/design.v
export SDC_FILE = /design/flow/constraint.sdc
export NUM_CORES = 4
export LEC_CHECK = 1
export CORE_AREA = 10 10 93 93
export DIE_AREA = 0 0 103 103
==> /design/flow/constraint.sdc <==
current_design clkdiv

set clk_period 6.0
set clk_io_pct 0.2

create_clock -name clk0 -period $clk_period [get_ports {clk}]

set non_clock_inputs [all_inputs -no_clocks]
set_input_delay [expr $clk_period * $clk_io_pct] -clock clk0 $non_clock_inputs
set_output_delay [expr $clk_period * $clk_io_pct] -clock clk0 [all_outputs]
==> results.sh <==
# physical design summary
export IMPL_crit_required_ns=4.80
export IMPL_fill_cells=729
export IMPL_clock_path_buffers=2
export IMPL_cp_max_fo=5
export IMPL_vdd_ir_drop_max_v=0.00006059
export IMPL_skew_ns=0.001494
export IMPL_avgSynthCellArea_um2=11.05
export IMPL_diodes=0
export IMPL_ys_seq_share_pct=48.43
export IMPL_mostFrequentLayoutCells="27 x dfxtp_1, 16 x xnor2_1, 14 x nand3_1"
export IMPL_grt_usage_pct=3.344
export IMPL_floorplan_core_util_pct=16.52
export IMPL_yosys_warnings=1
export IMPL_critPathKind="reg -> out"
export IMPL_remaining_drc_errors=0
export IMPL_cp_arrival_ns=1.15
export IMPL_p_per_area_nw_per_um2=214.6
export IMPL_drv_slew=0
export IMPL_placedCellCount=184
export IMPL_rows=30
export IMPL_setup_viol=0
export IMPL_io_buffers=4
export IMPL_regArea_um2=540.5
export IMPL_yosys_area_um2=1116
export IMPL_max_cap_violations=0
export IMPL_ioPinCount=5
export IMPL_hold_path_class="reg -> reg"
export IMPL_outcome="complete, no violations"
export IMPL_regToRegEndpoint="q[18]"
export IMPL_clock_latency_ns=0.26
export IMPL_relSlewSlack_pct=76.65
export IMPL_layout_min_cycle_time_ns=2.355
export IMPL_ys_cells=101
export IMPL_core_region_area_um2=6756
export IMPL_grt_antenna_before_repair=0
export IMPL_tritoncts="done"
export IMPL_post_cts_setup_buffer_count=0
export IMPL_ys_flops=27
export IMPL_grt_pass1_vias=667
export IMPL_post_drt_wl_per_cell_um=8.569
export IMPL_drive_gt1_share_pct=13.89
export IMPL_detail_route_antenna_nets=0
export IMPL_areaGrowthSynthToFinish_pct=15.58
export IMPL_drt_pass1_iterations=4
export IMPL_fin_crit_sh_pct=39.24
export IMPL_rsz0062_at_grt="false"
export IMPL_cp_num_cells=1
export IMPL_max_freq_mhz=424.7
export IMPL_grt_pass1_wl_um=2925
export IMPL_largest_register="q"
export IMPL_critPathMaxStageDelay_ns=0.49
export IMPL_totalWireLength_um=1611
export IMPL_fp_dieH_um=103
export IMPL_synth_cell_area_um2=1116
export IMPL_grt_max_degree=15
export IMPL_final_layout_top_logic_cell="dfxtp_1"
export IMPL_drt_vias_per_instance=3.638
export IMPL_crit_path_top_delay_cell="clkdlybuf4s50_1"
export IMPL_worst_pin_slew_ns=0.3475
export IMPL_r2r_slack_ns=4.45
export IMPL_stdcell_count=188
export IMPL_drtIter0Drc=16
export IMPL_start_kind="register"
export IMPL_die_x_um=103
export IMPL_cts_resized=0
export IMPL_dp_hpwl_um=1204
export IMPL_postCtsHoldBufs=0
export IMPL_finalHoldViolations=0
export IMPL_p_leak_nw=0.4558
export IMPL_yosysUniqueCellTypes=21
export IMPL_openroad_warnings=25
export IMPL_crit_path_cell_trace="clkdlybuf4s50_1"
export IMPL_r2r_start="q[0]"
export IMPL_endpoint_kind="output port"
export IMPL_die_area_um2=10610
export IMPL_clock_sinks=27
export IMPL_reg2reg_depth=5
export IMPL_logic_area_um2=549.3
export IMPL_crit_start="q[17]"
export IMPL_crit_buf_inv=1
export IMPL_htree_levels=1
export IMPL_numCtsBuffers=3
export IMPL_fin_setup_tns_ns=0
export IMPL_gr_total_overflow=0
export IMPL_clock_root_buffer="clkbuf_8"
export IMPL_syn_inst=101
export IMPL_largest_reg_flops=27
export IMPL_via_count=684
export IMPL_top_regs="q: 27 flops"
export IMPL_clk_pin_slew_ns=0.08
export IMPL_place_gp_congestion=0.7524
export IMPL_critPathTopFamily="buffers and inverters"
export IMPL_crit_end="clk380"
layout make-up:
class	count	share of cell area (%)
clock buffer	4	3.492
inverter	4	1.164
multi-input combinational	69	42.58
sequential	27	41.90
tap	80	7.759
timing repair buffer	4	3.104
cells by family (layout without fill, tap and decap cells):
group | after synthesis | count (layout) | synth area share [%]
buffers and inverters | 5 | 12 | 2.354
XOR/XNOR | 25 | 25 | 19.62
AND/OR/NAND/NOR | 43 | 43 | 28.48
flip-flops | 27 | 27 | 48.43
adder cells (fa/ha/maj) | 1 | 1 | 1.121
routing by layer:
metal,global-route usage (%),share of wire [%],up-vias,wire (um)
li1,-,-,368,-
met1,4.545,54,304,873
met2,4.973,39,8,631
met3,1.490,5.8,4,94
met4,0.3209,0.74,0,12
met5,0,0,-,0
per-stage QoR:
step / instance area, um^2 / hold slack, ns / worst slack [ns] / power [mW] / util, %
after global routing: 1290 / 0.4432 / 3.582 / 0.2898 / 19.09
after detailed placement: 1245 / 0.4109 / 3.923 / 0.1832 / 18.43
after global placement: 1245 / 0.4052 / 3.952 / 0.1832 / 18.43
final: 1290 / 0.4330 / 3.645 / 0.2768 / 19.09
after CTS: 1290 / 0.4351 / 3.621 / 0.2824 / 19.09
after floorplan: 1116 / 0.3906 / 4.463 / 0.1832 / -
cell usage after synthesis:
cell | n | share of area [%]
dfxtp_1 | 27 | 48
ha_1 | 1 | 1.1
and4_1 | 2 | 1.6
and3_2 | 3 | 2.0
nand3_1 | 14 | 6.3
and4_4 | 1 | 1.0
xor2_1 | 9 | 7.1
nand3_4 | 1 | 1.6
inv_1 | 4 | 1.3
nor4_4 | 2 | 3.8
nand4_4 | 1 | 1.9
and3_1 | 3 | 1.7
xnor2_1 | 16 | 13
nand4_1 | 3 | 1.7
and4_2 | 2 | 1.8
nor3_1 | 4 | 1.8
nor2_1 | 2 | 0.67
nand2_2 | 1 | 0.56
nor4_2 | 1 | 1.1
nand2_1 | 3 | 1.0
buf_6 | 1 | 1.0
power breakdown:
group	total, mW	switching (mW)	internal (mW)	leakage (nW)
Combinational	0.000000216	0	0	0.216
Clock	0.0978	0.0504	0.0474	0.0228
Sequential	0.179	0	0.179	0.217
how the worst min path moves through the flow:
stage | start | to | slack (ns) | cells past startpoint
after global routing | q[0] | q[0] | 0.44 | 1
after CTS | q[0] | q[0] | 0.44 | 1
final | q[0] | q[0] | 0.43 | 1
Power is estimated from default activity; no workload was simulated.
